`run.sh`:
```
#!/bin/bash
# OpenROAD 26Q1-2900-gdf79404cd8, Yosys 0.63+post, stock flow scripts
make -C /OpenROAD-flow-scripts/flow DESIGN_CONFIG=/design/flow/config.mk WORK_HOME=/design/flow/orfs finish
```
`config.mk`:
```
export PLATFORM = sky130hd
export DESIGN_NAME = pc_addr
export DESIGN_NICKNAME = pc_addr
export VERILOG_FILES = /design/flow/design.v
export SDC_FILE = /design/flow/constraint.sdc
export NUM_CORES = 4
export LEC_CHECK = 1
export CORE_AREA = 10 10 106 106
export DIE_AREA = 0 0 116 116
```
`constraint.sdc`:
```
current_design pc_addr

set clk_period 9.0
set clk_io_pct 0.2

create_clock -name clk0 -period $clk_period

set non_clock_inputs [all_inputs -no_clocks]
set_input_delay [expr $clk_period * $clk_io_pct] -clock clk0 $non_clock_inputs
set_output_delay [expr $clk_period * $clk_io_pct] -clock clk0 [all_outputs]
```
`design.v`:
```
module shifter16_4(A, shf, sigs, B);
  input[15:0] A;
  input[3:0] shf;
  input[1:0] sigs;
  output[15:0] B;
  wire[15:0] sll, srl, sra;
  assign sll = A << shf;
  assign srl = A >> shf;
  assign sra = $signed(A) >>> shf; 
  assign B = (sigs == 2'b01) ? sll : ((sigs == 2'b10) ? srl : sra);
endmodule 
module branch(cont_br, Z, N, V, brch);
  input[2:0] cont_br;  
  input Z, N, V;  
  output reg brch;  
  always @(cont_br, Z, N, V)
  case (cont_br)
    3'b000: brch = ~Z;  
    3'b001: brch = Z;   
    3'b010: brch = ~(Z | N);  
    3'b011: brch = N;   
    3'b100: brch = Z | ~(Z|N);  
    3'b101: brch = N | Z;  
    3'b110: brch = V;      
    3'b111: brch = 1'b1;
  endcase
endmodule
module pc_addr(pc_plus1, addr_brch, addr_ret, addr_call, ctrl_br, ctrl_br_type, Z, V, N, call, ret, pc_next, doJump);
  input[15:0] pc_plus1, addr_ret; 
  input[8:0] addr_brch;  
  input[11:0] addr_call;  
  input[2:0] ctrl_br_type;  
  input ctrl_br;
  input Z,V,N;  
  input ret, call;  
  output[15:0] pc_next;  
  output doJump;
  wire[15:0] addr_brch_ext, pc_call, pc_brch, pc_ret, addr_mid1, addr_mid2;
  wire br_cond, doBranch;
  shifter16_4 brch_ext(.A({addr_brch,7'h0}), .shf(4'd7), .sigs(2'b11), .B(addr_brch_ext));
  assign pc_brch = pc_plus1 + addr_brch_ext;
  shifter16_4 call_ext(.A({addr_call,4'h0}), .shf(4'd4), .sigs(2'b11), .B(pc_call));
  branch br_det(.cont_br(ctrl_br_type), .Z(Z), .V(V), .N(N), .brch(br_cond));
  and branch_and_gate(doBranch, br_cond, ctrl_br);
  assign addr_mid1 = (doBranch == 1)? pc_brch : pc_plus1;
  assign addr_mid2 = (ret == 1)? addr_ret : addr_mid1;
  assign pc_next = (call == 1)? pc_call : addr_mid2;
  assign doJump = doBranch | ret | call;
endmodule  
```
==> run_summary.xml <==
<?xml version="1.0" encoding="UTF-8"?>
<metrics>
  <group name="run_status">
    <metric name="status" unit="">finished clean</metric>
  </group>
  <group name="power">
    <metric name="power.net_switching" unit="uW">54.2</metric>
    <metric name="power.density_cell_area" unit="mW/mm^2">57.3</metric>
    <metric name="power.share.clock" unit="%">0</metric>
    <metric name="switching_share" unit="%">42.8</metric>
    <metric name="power_leakage" unit="uW">0.000877</metric>
    <metric name="combPwrFrac" unit="%">100.0</metric>
    <metric name="vdd_ir_drop_max" unit="V">0.0000120</metric>
    <metric name="share_seq_of_total_power" unit="%">0</metric>
    <metric name="total_power" unit="uW">127</metric>
    <metric name="p_int" unit="uW">72.5</metric>
  </group>
  <group name="cells_and_area">
    <metric name="syn2layout_area_growth" unit="%">64.3</metric>
    <metric name="nFlopsAndLatches" unit="">0</metric>
    <metric name="finalNonFillerCells" unit="">368</metric>
    <metric name="fillers" unit="">978</metric>
    <metric name="layout_top_cells" unit="">clkdlybuf4s50_1 (79), a21oi_1 (24), nand2_1 (22)</metric>
    <metric name="clock_buffer_count" unit="">0</metric>
    <metric name="mi_logic_area" unit="mm^2">0.00126</metric>
    <metric name="final_layout_top_logic_cell" unit="">clkdlybuf4s50_1</metric>
    <metric name="register_area" unit="um^2">0</metric>
    <metric name="post_route_cells_drive_above_1_share" unit="%">4.62</metric>
    <metric name="finish.instance_area" unit="mm^2">0.00221</metric>
  </group>
  <group name="final_timing">
    <metric name="timing.setup.tns" unit="ns">0</metric>
    <metric name="post-route-worst-setup-slack" unit="ns">2.47</metric>
    <metric name="final_period_minus_worst_setup_slack" unit="ns">6.53</metric>
    <metric name="setup_viol" unit="">0</metric>
    <metric name="crit_share_post_route" unit="%">72.5</metric>
    <metric name="maxSlewViolCount" unit="">0</metric>
    <metric name="hold_viol_final" unit="">0</metric>
    <metric name="slew_headroom" unit="%">53.0</metric>
    <metric name="max_slew.worst_pin.slew" unit="ns">0.703</metric>
    <metric name="grt_setup_unrepaired" unit="">no</metric>
    <metric name="max_freq" unit="MHz">153</metric>
  </group>
  <group name="worst_setup_path">
    <metric name="crit_start_category" unit="">input port</metric>
    <metric name="worst_setup_path_end_kind" unit="">output port</metric>
    <metric name="critical_path_peak_fanout" unit="">3</metric>
    <metric name="worst_setup_path_startpoint" unit="">pc_plus1[0]</metric>
    <metric name="worstSetupPathType" unit="">input port to output port</metric>
    <metric name="worst_setup_path_endpoint" unit="">pc_next[14]</metric>
    <metric name="cp_data_arrival_time" unit="ns">4.73</metric>
    <metric name="worstPathRequired" unit="ns">7.20</metric>
  </group>
  <group name="drt">
    <metric name="drcViolationCount" unit="">0</metric>
    <metric name="drt-wirelength-per-cell" unit="um">15.2</metric>
    <metric name="drt_pre_antenna_iters" unit="">4</metric>
    <metric name="via_per_inst" unit="">4.70</metric>
    <metric name="detail_route.wirelength" unit="mm">5.58</metric>
    <metric name="n_antenna_cell" unit="">0</metric>
    <metric name="drt.antenna.violating_nets" unit="">0</metric>
    <metric name="vias" unit="">1730</metric>
    <metric name="detailedRoute.firstIterationViolations" unit="">66</metric>
  </group>
  <group name="yosys">
    <metric name="post_synth_instance_area" unit="mm^2">0.00135</metric>
    <metric name="seq_area_frac_synth" unit="%">0</metric>
    <metric name="yosys-stat-area" unit="mm^2">0.00135</metric>
    <metric name="synthDistinctLibCells" unit="">55</metric>
    <metric name="ys_cells" unit="">190</metric>
    <metric name="yosys_warnings" unit="">1</metric>
    <metric name="syn-instance-count" unit="">190</metric>
    <metric name="mapped_avg_cell_area" unit="um^2">7.09</metric>
  </group>
  <group name="global_routing">
    <metric name="grt_util_all_layers" unit="%">7.77</metric>
    <metric name="globalRouteOverflowTotal" unit="">0</metric>
    <metric name="antenna_found_initial" unit="">0</metric>
    <metric name="first_global_vias" unit="">1638</metric>
    <metric name="largest_net_degree_at_the_start_of_global_routing" unit="">25</metric>
    <metric name="grt_first_pass_wirelength" unit="mm">8.47</metric>
  </group>
  <group name="placement">
    <metric name="preCtsSetupSlack" unit="ns">2.46</metric>
    <metric name="port_buffers" unit="">79</metric>
    <metric name="detailedPlacementHpwl" unit="mm">4.85</metric>
    <metric name="place_inst" unit="">368</metric>
    <metric name="detailed_place.area" unit="mm^2">0.00221</metric>
    <metric name="finalWeightedCongestion" unit="">0.874</metric>
  </group>
  <group name="cts">
    <metric name="post_cts_setup_buffer_count" unit="">0</metric>
    <metric name="cts_hold_repair.buffers" unit="">0</metric>
    <metric name="cts_resized" unit="">0</metric>
  </group>
  <group name="flow_run">
    <metric name="openroad.warnings" unit="">32</metric>
    <metric name="maxCapViolations" unit="">0</metric>
  </group>
  <group name="worst_hold_path">
    <metric name="hp-class" unit="">input port to output port</metric>
  </group>
  <group name="floorplanning">
    <metric name="die.size.y" unit="um">116</metric>
    <metric name="floorplan_row_count" unit="">34</metric>
    <metric name="die-width" unit="um">116</metric>
    <metric name="fp.coreArea" unit="mm^2">0.00885</metric>
    <metric name="ios" unit="">79</metric>
    <metric name="design.die.area" unit="mm^2">0.0135</metric>
    <metric name="initial_core_util" unit="%">15.2</metric>
  </group>
</metrics>
-- worst min-delay path by stage --
stage       startpoint          to  slack, ns  depth (start not counted)
4_1_cts   addr_call[4]  pc_next[4]       4.52                          4
5_1_grt   addr_call[4]  pc_next[4]       4.56                          4
6_report  addr_call[4]  pc_next[4]       4.51                          4
-- layout make-up --
type,instances,share of cell area [%]
inverters,5,0.848
multi-input cells,175,57.0
well taps,108,6.11
repair buffers,80,36.1
-- logic make-up after synthesis --
family,count (synthesis),share of synthesized area [%]
buffers and inverters,15,6.41
muxes,12,9.56
and+or+nand+nor,51,19.7
adders and majority gates,16,15.4
xor gates and xnor gates,12,7.80
AOI/OAI and AO/OA,84,41.1
-- synthesized netlist by cell type (2+ instances only) --
cell / count / area share [%]
o31ai_1: 2 / 1.1
nor2b_1: 3 / 1.4
o21ai_0: 17 / 6.3
mux2_2: 3 / 2.5
a21oi_1: 24 / 8.9
a21o_2: 2 / 1.3
nand2b_1: 5 / 2.3
buf_4: 2 / 1.1
inv_1: 4 / 1.1
nor4_1: 2 / 0.93
a31oi_1: 3 / 1.4
xor2_1: 5 / 3.2
xnor2_1: 7 / 4.5
nor2_1: 4 / 1.1
a21boi_0: 2 / 1.1
a21o_1: 6 / 3.3
nand4_1: 3 / 1.4
a211oi_1: 2 / 1.1
and3_1: 3 / 1.4
buf_6: 3 / 2.5
o31a_1: 2 / 1.3
clkbuf_1: 5 / 1.4
o211ai_1: 2 / 1.1
o21ai_1: 2 / 0.74
nand3b_1: 2 / 1.1
a221o_1: 2 / 1.5
mux2i_1: 8 / 5.9
o22ai_1: 3 / 1.4
nand2_1: 22 / 6.1
ha_1: 15 / 14
-- through the flow --
step	util (%)	hold WS [ns]
4_1_cts	25.0	4.52
6_report	25.0	4.51
3_5_place_dp	25.0	4.52
5_1_grt	25.0	4.56
3_3_place_gp	25.0	4.51
2_1_floorplan	-	3.66
-- per-layer routing --
| metal | vias to the layer above | global-route usage [%] | part of all wire [%] |
|---|---|---|---|
| met2 | 62 | 13.2 | 46 |
| met3 | 6 | 2.51 | 11 |
| met5 | - | 0 | 0 |
| met4 | 0 | 0.250 | 0.57 |
| li1 | 874 | - | - |
| met1 | 788 | 9.89 | 43 |
-- worst max-delay path: stages --
cell	delay, ns
clkdlybuf4s50_1	0.43
ha_1	0.26
fa_1	0.41
a21o_1	0.22
a221oi_1	0.39
o31ai_1	0.18
a31oi_1	0.22
xnor2_1	0.14
a2bb2oi_1	0.17
clkdlybuf4s50_1	0.51
-- power groups by stage --
| stage | clock network [uW] | logic, uW | registers (uW) |
|---|---|---|---|
| final | 0 | 127 | 0 |
| after global routing | 0 | 140 | 0 |
| after CTS | 0 | 128 | 0 |
No activity file was given, so power comes from the tool's default toggle rates.
