==> flow/design.v <==
module register_file(clk, addr_r1, addr_r2, addr_w, 
  write_en, data_w, data_r1, data_r2, data_r0, dr0, dr1, dr2, dr3, dr4, dr5, dr6, dr7, dr8, dr9,dr10, dr11, dr12, dr13, dr14, dr15);
  input[15:0] data_w;
  input[3:0] addr_r1, addr_r2, addr_w;
  input write_en, clk;
  output[15:0] data_r1, data_r2, data_r0;
  output[15:0] dr0, dr1, dr2, dr3, dr4, dr5, dr6, dr7, dr8, dr9, dr10, dr11, dr12, dr13, dr14, dr15;  
  reg[15:0] registers[15:0];
  initial begin 
    registers[0] = 16'd0;
  end
  assign data_r0 = registers[0];
  assign data_r1 = registers[addr_r1];
  assign data_r2 = registers[addr_r2];   
  always @(data_w,addr_w,clk) begin
    if (write_en && 0 < addr_w && ~clk) begin  
      registers[addr_w] = data_w;
    end
  end
  assign dr0 = registers[0];
  assign dr1 = registers[1];
  assign dr2 = registers[2];
  assign dr3 = registers[3];
  assign dr4 = registers[4];
  assign dr5 = registers[5];
  assign dr6 = registers[6];
  assign dr7 = registers[7];
  assign dr8 = registers[8];
  assign dr9 = registers[9];
  assign dr10 = registers[10];
  assign dr11 = registers[11];
  assign dr12 = registers[12];
  assign dr13 = registers[13];
  assign dr14 = registers[14]; 
  assign dr15 = registers[15];
endmodule
==> flow/run.sh <==
#!/bin/bash
# OpenROAD 26Q1-2900-gdf79404cd8, Yosys 0.63+post, stock flow scripts
make -C /OpenROAD-flow-scripts/flow DESIGN_CONFIG=/design/flow/config.mk WORK_HOME=/design/flow/orfs finish
==> flow/config.mk <==
export PLATFORM = sky130hd
export DESIGN_NAME = register_file
export DESIGN_NICKNAME = register_file
export VERILOG_FILES = /design/flow/design.v
export SDC_FILE = /design/flow/constraint.sdc
export NUM_CORES = 4
export LEC_CHECK = 1
export CORE_AREA = 10 10 210 210
export DIE_AREA = 0 0 220 220
==> flow/constraint.sdc <==
current_design register_file

set clk_period 6.5
set clk_io_pct 0.2

create_clock -name clk0 -period $clk_period

set non_clock_inputs [all_inputs -no_clocks]
set_input_delay [expr $clk_period * $clk_io_pct] -clock clk0 $non_clock_inputs
set_output_delay [expr $clk_period * $clk_io_pct] -clock clk0 [all_outputs]
==> Slide: Implementation Results <==
Physical Implementation Snapshot

GRT
  • Vias in the first global route: 9,252
  • Largest net degree at the start of global routing: ~43
  • First-pass GRT wire length: 70,900 µm
  • Initial antenna violation count: 3
  • GR Util met3: 7.50%
  • Met2 track demand over resource: 31.3%
  • Total GRT Usage: 20.6%
  • Grt total ovfl: 0
  • Met1 usage: approximately 28%
  • Global routing's busiest layer: met2

Drt
  • Routed vias: approximately 9,400
  • Via/cell ratio: 5.25
  • Antenna Violating Nets Remaining: 0
  • WL per Instance: 28.5 µm
  • Drt drc: 0
  • 1st-pass router iterations: 6
  • Initial DRC count: just under 900
  • WL final: approximately 51,000 µm

Synthesis
  • Ys flop type: dlxtn_1
  • Mapped Cells: 978
  • Top cell area share: 46.0%
  • Yosys Instances: 978
  • Cell type with the largest total area: dlxtn_1
  • Synth cell types: 52
  • Post-synthesis async set-or-reset flop share: 0%
  • Post-synth regs: 256
  • YS chip area: between 0.008 and 0.009 mm²
  • Post-Syn Area: roughly 0.0083 mm²
  • Commonest cells in the netlist: dlxtn_1 (256), a22oi_1 (87), a21oi_1 (81)
  • Synth top cell by count: dlxtn_1
  • Synth area leaders: dlxtn_1 (46%), a22oi_1 (7.8%), a221oi_1 (6.0%)
  • Avg Inst Size Synth: 8.54 µm²
  • EDFF count, synth: 0
  • Synth warn: 2

Timing
  • Tcrit/Tclk final: 90.4%
  • Endpoints left unconstrained: between 500 and 600
  • Register pins left without a clock: between 200 and 300
  • Max transition margin: 35.7%
  • Fmax: 0.170 GHz
  • Max-slew violations: 0
  • Hold Fails Final Rpt: 0
  • Tmin final: ~5900 ps
  • Worst slew pin tran: 963 ps
  • Final setup vio count: 0
  • RSZ-0062 raised after global routing: no
  • Setup TNS: 0 ps

Setup path
  • Critical Path Sink Type: output pin
  • WP data arrival: 4570 ps
  • Critical Path Fanout Max: 19
  • Critical path, cell by cell: clkdlybuf4s50_1 -> buf_4 -> or2_1 -> or3_1 -> buf_4 -> nor2_1 -> a21oi_1 -> clkdlybuf4s50_1
  • CP bufs+invs: 4
  • Critical path's top delay family: buffers and inverters
  • Crit path DRT: 5200 ps
  • Crit path kind: input port to output pin
  • Slowest cell on the critical path: clkdlybuf4s50_1
  • Critical Path Max Stage Delay: 820 ps
  • Setup crit start kind: input port

CTS
  • Cts repair resizes: 0
  • Post-CTS setup buffers: 0
  • Cts hold-fix bufs: 0

Outcome
  • Status: completed

Floorplanning
  • Chip area: 0.0484 mm²
  • Core Util at FP: 21.1%
  • Chip height: between 200 and 250 µm
  • CORE AREA: 0.0396 mm²
  • Die width: 220 µm
  • I/O pins: approximately 330
  • Cell Rows: 73

Min path
  • Type of the worst min-delay path: input port to output pin

Layout
  • Design Area, Final: 0.0122 mm²
  • Share of cells above drive strength 1: under 10%
  • Max reg flops: 256
  • Syn-to-layout area delta: 45.9%

Flow run
  • Tool Warnings: 32
  • Max cap viols: 0

Placement
  • Placed Area: 0.0122 mm²
  • Dpl hpwl: 41,200 µm
  • Port-buffer cells: approximately 330
  • Gpl congestion: 1.00

Pwr
  • Total power: between 0.7 and 0.8 mW
  • Peak supply drop: ~0.019 mV
  • PwrDens: 63.9 mW/mm²
  • P_leak: around 5 nW
[cell families after synthesis]
group	Yosys count	synth area share, %
AND-OR/OR-AND	397	33.1
buffers and inverters	118	6.98
latches	256	46.0
multiplexers	28	3.52
other	1	0.0449
AND/OR/NAND/NOR	178	10.3
[layout make-up]
type	instances	area (µm²)
Tap cell	525	657
Sequential cell	256	3840
Timing Repair Buffer	373	3620
Antenna cell	3	7.51
Multi-Input combinational cell	619	3990
Fill cell	4160	27500
Inverter	16	60.1
[metrics by stage]
step                util [%]  instances  hold slack [ps]  setup slack [ps]
floorplan                  -        993             2900              2800
global placement        30.7       1789             3780               705
finish                  30.7       1792             3760               625
global route            30.7       1791             3790               649
CTS                     30.7       1789             3750               675
detailed placement      30.7       1789             3750               688
[cells in the final DEF (no fill, tap or decap), types with 3 or more instances in the layout]
cell,n
a21oi_1,81
a221oi_1,57
a22o_1,44
a22oi_1,87
a2bb2oi_1,4
a311oi_1,3
a31oi_1,6
a32oi_1,4
a41oi_1,10
and2_1,3
and3_1,6
and3b_1,3
buf_2,3
buf_4,39
clkdlybuf4s50_1,331
conb_1,16
diode_2,3
dlxtn_1,256
inv_1,14
mux2_2,7
mux2i_1,20
nand2_1,28
nand2b_1,6
nand3_1,16
nor2_1,71
nor2b_1,24
nor2b_2,4
nor3b_1,4
o21ai_0,68
o221ai_1,3
o22a_1,5
o22ai_1,13
[metal layers]
metal	wire length (µm)	up-vias
met2	22900	605
li1	-	4210
met5	0	-
met4	1360	0
met3	6030	59
met1	20800	4526
[tightest hold or removal path, stage by stage]
cell and delay (ps):
buf_2 120, nand2b_1 230, o221ai_1 190, o22a_1 190, clkdlybuf4s50_1 430
[final timing paths]
check	to	cells after the start	startpoint	slack, ps
worst max-delay path	data_r2[4]	8	addr_r2[1]	630
worst min-delay path	data_r2[12]	5	addr_r2[2]	3760
[report_power, final]
part             total (mW)  internal (mW)  switching, mW
Sequential            0.200          0.110         0.0898
Clock          0.0000000620   0.0000000620              0
Combinational         0.578          0.303          0.275
Power is estimated from default activity; no workload was simulated.
