**run.sh**
```bash
#!/bin/bash
# OpenROAD 26Q1-2900-gdf79404cd8, Yosys 0.63+post, stock flow scripts
make -C /OpenROAD-flow-scripts/flow DESIGN_CONFIG=/design/flow/config.mk WORK_HOME=/design/flow/orfs finish
```
**config.mk**
```make
export PLATFORM = sky130hd
export DESIGN_NAME = id_ex_register
export DESIGN_NICKNAME = id_ex_register
export VERILOG_FILES = /design/flow/design.v
export SDC_FILE = /design/flow/constraint.sdc
export NUM_CORES = 4
export LEC_CHECK = 1
export CORE_UTILIZATION = 30
```
**constraint.sdc**
```tcl
current_design id_ex_register

set clk_period 1.0
set clk_io_pct 0.2

create_clock -name clk0 -period $clk_period [get_ports {clk}]

set non_clock_inputs [all_inputs -no_clocks]
set_input_delay [expr $clk_period * $clk_io_pct] -clock clk0 $non_clock_inputs
set_output_delay [expr $clk_period * $clk_io_pct] -clock clk0 [all_outputs]
```
**design.v**
```verilog
module id_ex_register(clk, write_en, clear, RegDst_next, ALUSrc_next, ShfOp_next, MemRead_next, MemWrite_next, MemtoReg_next, RegWrite_next, Branch_next, ALUOp_next, run_next, call_next, llb_next, lhb_next, as_next, ret_next, Rd_next, BranchType_next, Address_next, pc_addr_next, data_r0_next, data_r1_next, data_r2_next, change_en_Z_next, change_en_VN_next, forwardA_next, forwardB_next, RegDst, ALUSrc, ShfOp, MemRead, MemWrite, MemtoReg, RegWrite, Branch, ALUOp, run, call, llb, lhb, as, ret, Rd, BranchType, Address, pc_addr, data_r0, data_r1, data_r2, change_en_Z, change_en_VN, forwardA, forwardB);
    input clk, write_en, clear;  
    input llb_next, lhb_next, as_next;
    input[1:0] ALUSrc_next, ShfOp_next;
    input[2:0] ALUOp_next;
    output reg llb, lhb, as;
    output reg[1:0] ALUSrc, ShfOp;
    output reg[2:0] ALUOp;
    input change_en_Z_next, change_en_VN_next;
    output reg change_en_Z, change_en_VN;
    input MemRead_next, MemWrite_next, Branch_next, call_next, ret_next;
    input[2:0] BranchType_next;
    output reg MemRead, MemWrite, Branch, call, ret;
    output reg [2:0] BranchType;
    input[1:0] RegDst_next;
    input MemtoReg_next, RegWrite_next, run_next;
    output reg[1:0] RegDst;
    output reg MemtoReg, RegWrite, run;
    input[11:0] Address_next;  
    output reg[11:0] Address;
    inout[3:0] Rd_next;
    output reg[3:0] Rd;
    input[15:0] pc_addr_next;
    output reg[15:0] pc_addr;
    input[15:0] data_r0_next, data_r1_next, data_r2_next;
    output reg[15:0] data_r0, data_r1, data_r2;
    input[1:0] forwardA_next, forwardB_next;
    output reg[1:0] forwardA, forwardB;
    always @(posedge clk) begin
        if (clear) begin
            llb <= 0;
            lhb <= 0;
            as <= 0;
            ALUSrc <= 0;
            ShfOp <= 0;
            ALUOp <= 3'd1;  
            MemRead <= 0;
            MemWrite <= 0;
            Branch <= 0;
            call <= 0;
            ret <= 0;
            BranchType <= 0;
            RegDst <= 0;
            MemtoReg <= 0;
            RegWrite <= 0;
            run <= 1;  
            Address <= 0;
            Rd <= 0;
            pc_addr <= 0;
            data_r0 <= 0;
            data_r1 <= 0;
            data_r2 <= 0;
            change_en_Z <= 0;
            change_en_VN <= 0;
            forwardA <= 2'd0;
            forwardB <= 2'd0;
        end
        else if (write_en) begin
            llb <= llb_next;
            lhb <= lhb_next;
            as <= as_next;
            ALUSrc <= ALUSrc_next;
            ShfOp <= ShfOp_next;
            ALUOp <= ALUOp_next;
            MemRead <= MemRead_next;
            MemWrite <= MemWrite_next;
            Branch <= Branch_next;
            call <= call_next;
            ret <= ret_next;
            BranchType <= BranchType_next;
            RegDst <= RegDst_next;
            MemtoReg <= MemtoReg_next;
            RegWrite <= RegWrite_next;
            run <= run_next;
            Address <= Address_next;
            Rd <= Rd_next;
            pc_addr <= pc_addr_next;
            data_r0 <= data_r0_next;
            data_r1 <= data_r1_next;
            data_r2 <= data_r2_next;
            change_en_Z <= change_en_Z_next;
            change_en_VN <= change_en_VN_next;
            forwardA <= forwardA_next;
            forwardB <= forwardB_next; 
        end
    end
endmodule
```
==> GITHUB_STEP_SUMMARY <==
## Implementation flow summary

| Metric | Value |
|---|---|
| Status | `did not finish` |
| Failing step | `5_1_grt` |
| Error msg | `[ERROR RSZ-0074] Failed to build tree from global routes for pin 'Rd_next[3]' and net 'Rd_next[3]' at grid (37950, 3450): found route to 2 pins, expected 1` |
| Post-Place Setup Slack | `-0.0473 ns` |
| Seq cells post-synth | `109` |
| Yosys top cell by area | `dfxtp_1` |
| Root buffer cell | `clkbuf_16` |
| Synth warn | `1` |
| Die y size | `117 um` |
| Number of buffers created by CTS | `9` |
| Largest net degree at the start of global routing | `34` |
| Rows | `41` |
| H-tree Lvls | `3` |
| Post-synth EDFFs | `0` |
| GPL Wtd Cong | `0.743` |
| Post-placement cell count | `732` |
| Post-Synthesis Cells | `351` |
| Synth Cell Area | `0.00397 mm2` |
| Port-buffer cells | `216` |
| Register share after synthesis | `55.0%` |
| Dominant Register Cell | `dfxtp_1` |
| Placed Area | `0.00628 mm2` |
| Asr flop ratio synth | `0%` |
| # IOs | `221` |
| Post-synth top cells | `dfxtp_1 (109), mux2i_1 (107), nor2_1 (107)` |
| Top-count cell post-synth | `dfxtp_1` |
| YS chip area | `0.00397 mm2` |
| Area contributors post-synth | `dfxtp_1 (55%), mux2i_1 (27%), nor2_1 (10%)` |
| Clk sinks | `109` |
| Maximum buffer depth of the clock tree | `2` |
| Average size of a mapped cell | `11.3 um2` |
| Netlist cell types | `10` |
| Endpoints left unconstrained | `4` |
| Initial Util | `31.1%` |
| Synth top area share | `55.0%` |
| HPWL after DPL | `7250 um` |
| Cells in synth_stat.txt | `351` |
| Die W | `117 um` |
==> logic make-up after synthesis <==
kind of cell           after synthesis  share of synthesized area [%]
AOI/OAI and AO/OA                    2                          0.441
muxes                              107                           27.0
and+or+nand+nor                    109                           10.5
DFF                                109                           55.0
buffers and inverters               24                           7.06
==> repair_timing <==
action | 4_1_cts
hold buffers | 4
setup endpoints to repair | 109
resized | 443
endpoints found under the hold margin | 4
setup buffers | 1
